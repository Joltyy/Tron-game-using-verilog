<file path="design/flow/config.mk">
export PLATFORM = sky130hd
export DESIGN_NAME = game_logic
export DESIGN_NICKNAME = game_logic
export VERILOG_FILES = /design/flow/design.v
export SDC_FILE = /design/flow/constraint.sdc
export NUM_CORES = 4
export LEC_CHECK = 1
export CORE_UTILIZATION = 50
</file>
<file path="design/flow/constraint.sdc">
current_design game_logic

set clk_period 66.4
set clk_io_pct 0.2

create_clock -name clk0 -period $clk_period [get_ports {clk_25MHz}]

set non_clock_inputs [all_inputs -no_clocks]
set_input_delay [expr $clk_period * $clk_io_pct] -clock clk0 $non_clock_inputs
set_output_delay [expr $clk_period * $clk_io_pct] -clock clk0 [all_outputs]
</file>
<file path="design/flow/design.v">
module clock_divisor_slowHz(clk1, clk);
input clk;
output clk1;
reg [21:0] num;
wire [21:0] next_num;
always @(posedge clk) begin
  num <= next_num;
end
assign next_num = num + 1'b1;
assign clk1 = num[21];
endmodule
module game_logic(
    input clk_25MHz,
    input rst,
    input [9:0] h_cnt,
    input [9:0] v_cnt,
    output reg [3:0] vgaRed,
    output reg [3:0] vgaGreen,
    output reg [3:0] vgaBlue,
    input valid,
    input [511:0] key_down,
    input [8:0] last_change,
    input key_valid,
    output reg [1:0] player1_dir,
    output reg [1:0] player2_dir,
    output reg led_w,
    output reg led_a,
    output reg led_s,
    output reg led_d,
    output reg [3:0] player1_score_tens,
    output reg [3:0] player1_score_units,
    output reg [3:0] player2_score_tens,
    output reg [3:0] player2_score_units,
    input [3:0] key_in
);
wire clk_slowHz;
clock_divisor_slowHz clk_wiz_1_inst(
  .clk(clk_25MHz),
  .clk1(clk_slowHz)
);
reg [4:0] player1_x, player1_y;
reg [4:0] player2_x, player2_y;
reg [4:0] next_player1_x, next_player1_y;
reg [4:0] next_player2_x, next_player2_y;
reg [1:0] next_player1_dir, next_player2_dir;
reg [2:0] game_area [23:0][31:0];
parameter [7:0] KEY_W = 8'h1D;
parameter [7:0] KEY_A = 8'h1C;
parameter [7:0] KEY_S = 8'h1B;
parameter [7:0] KEY_D = 8'h23;
parameter [7:0] KEY_UP = 8'h43;
parameter [7:0] KEY_DOWN = 8'h42;
parameter [7:0] KEY_LEFT = 8'h3B;
parameter [7:0] KEY_RIGHT = 8'h4B;
reg [3:0] player1_score_tens, player1_score_units;
reg [3:0] player2_score_tens, player2_score_units;
integer i, j;
always @(posedge clk_slowHz or posedge rst) begin
    if (rst) begin
        player1_x <= 5;
        player1_y <= 8;
        player2_x <= 25;
        player2_y <= 8;
        player1_score_tens <= 4'b0000;
        player1_score_units <= 4'b0000;
        player2_score_tens <= 4'b0000;
        player2_score_units <= 4'b0000;
        for(i = 0; i < 24; i = i + 1) begin
            for(j = 0; j < 32; j = j + 1) begin
                game_area[i][j] <= 3'b000;
            end
        end
        game_area[8][5] <= 3'b001;  
        game_area[8][25] <= 3'b010;  
    end else begin
        if (game_area[player1_y][player1_x] == 3'b001) begin
            game_area[player1_y][player1_x] <= 3'b011;  
        end
        if (game_area[player2_y][player2_x] == 3'b010) begin
            game_area[player2_y][player2_x] <= 3'b100;  
        end
        case (player1_dir)
             2'b00: begin next_player1_y = (player1_y == 0) ? 23 : player1_y - 1; next_player1_x = player1_x; end  
            2'b01: begin next_player1_x = (player1_x == 31) ? 0 : player1_x + 1; next_player1_y = player1_y; end  
            2'b10: begin next_player1_x = (player1_x == 0) ? 31 : player1_x - 1; next_player1_y = player1_y; end  
            2'b11: begin next_player1_y = (player1_y == 23) ? 0 : player1_y + 1; next_player1_x = player1_x; end  
        endcase
        case (player2_dir)
            2'b00: begin next_player2_y = (player2_y == 0) ? 23 : player2_y - 1; next_player2_x = player2_x; end  
            2'b01: begin next_player2_x = (player2_x == 31) ? 0 : player2_x + 1; next_player2_y = player2_y; end  
            2'b10: begin next_player2_x = (player2_x == 0) ? 31 : player2_x - 1; next_player2_y = player2_y; end  
            2'b11: begin next_player2_y = (player2_y == 23) ? 0 : player2_y + 1; next_player2_x = player2_x; end  
        endcase
        if ((game_area[next_player1_y][next_player1_x] != 3'b000) ||  
            (game_area[next_player2_y][next_player2_x] != 3'b000) ||  
            ((next_player1_x == next_player2_x) && (next_player1_y == next_player2_y)))  
        begin
            if (game_area[next_player1_y][next_player1_x] == 3'b000) begin
                player1_score_units <= (player1_score_units == 9) ? 0 : player1_score_units + 1;
                if (player1_score_units == 9) player1_score_tens <= player1_score_tens + 1;
            end
            if (game_area[next_player2_y][next_player2_x] == 3'b000) begin
                player2_score_units <= (player2_score_units == 9) ? 0 : player2_score_units + 1;
                if (player2_score_units == 9) player2_score_tens <= player2_score_tens + 1;
            end
            player1_x <= 5;
            player1_y <= 8;
            player2_x <= 25;
            player2_y <= 8;
            for (i = 0; i < 24; i = i + 1) begin
                for (j = 0; j < 32; j = j + 1) begin
                    game_area[i][j] <= 3'b000;
                end
            end
            game_area[8][5] <= 3'b001;   
            game_area[8][25] <= 3'b010;  
        end else begin
            player1_x <= next_player1_x;
            player1_y <= next_player1_y;
            player2_x <= next_player2_x;
            player2_y <= next_player2_y;
            game_area[next_player1_y][next_player1_x] <= 3'b001;  
            game_area[next_player2_y][next_player2_x] <= 3'b010;  
        end
    end
end
always @(*) begin
    if (rst) begin
        led_w = 0;
        led_a = 0;
        led_s = 0;
        led_d = 0;
        next_player1_dir = 2'b00;
        next_player2_dir = 2'b00;
    end else begin
        if (key_down[KEY_W]) next_player1_dir = 2'b00;
        else if (key_down[KEY_A]) next_player1_dir = 2'b10;
        else if (key_down[KEY_S]) next_player1_dir = 2'b11;
        else if (key_down[KEY_D]) next_player1_dir = 2'b01;
        else begin
            next_player1_dir = player1_dir;
        end
        if (key_in[3]) next_player2_dir = 2'b00;
        else if (key_in[2]) next_player2_dir = 2'b10;
        else if (key_in[1]) next_player2_dir = 2'b11;
        else if (key_in[0]) next_player2_dir = 2'b01;
        else begin
            next_player2_dir = player2_dir;
        end
        led_w = key_in[3];
        led_a = key_in[2];
        led_s = key_in[1];
        led_d = key_in[0];
    end
end
always @(posedge clk_25MHz) begin
    if(rst) begin
        player1_dir <= 2'b00;
        player2_dir <= 2'b00;
    end else begin
        player1_dir <= next_player1_dir;
        player2_dir <= next_player2_dir;
    end
end
integer block_x, block_y;
always @(*) begin
    if(!valid) begin
        vgaRed = 4'b0000;
        vgaGreen = 4'b0000;
        vgaBlue = 4'b0000;
    end else begin
        block_x = (h_cnt / 20);
        block_y = (v_cnt / 20);
        case (game_area[block_y][block_x])
            3'b001: begin  
                vgaRed = 4'b1111;
                vgaGreen = 4'b0000;
                vgaBlue = 4'b0000;
            end
            3'b010: begin  
                vgaRed = 4'b0000;
                vgaGreen = 4'b1111;
                vgaBlue = 4'b0000;
            end
            3'b011: begin  
                vgaRed = 4'b1000;
                vgaGreen = 4'b0000;
                vgaBlue = 4'b0000;
            end
            3'b100: begin  
                vgaRed = 4'b0000;
                vgaGreen = 4'b1000;
                vgaBlue = 4'b0000;
            end
            default: begin  
                vgaRed = 4'b0000;
                vgaGreen = 4'b0000;
                vgaBlue = 4'b0000;
            end
        endcase
    end
end
endmodule
</file>
<file path="design/flow/run.sh">
#!/bin/bash
# OpenROAD 26Q1-2900-gdf79404cd8, Yosys 0.63+post, stock flow scripts
make -C /OpenROAD-flow-scripts/flow DESIGN_CONFIG=/design/flow/config.mk WORK_HOME=/design/flow/orfs finish
</file>
==> impl_metrics.env <==
# yosys + openroad results
export IMPL_firstError="[ERROR GRT-0116] Global routing finished with congestion. Check the congestion regions in the DRC Viewer."
export IMPL_portBuffers=60
export IMPL_grt_max_degree=180
export IMPL_grt_pass1_wl_um=4621000
export IMPL_die_h_um=652.4
export IMPL_synth_cells=29390
export IMPL_synthArstFlopShare_pct=98.90
export IMPL_core_util_floorplan_pct=50.27
export IMPL_cts_resized=0
export IMPL_globalRouteTotalUtil_pct=182.3
export IMPL_syn_area_um2=211500
export IMPL_yosys_area_um2=211500
export IMPL_ys_cells=29390
export IMPL_avgSynthCellArea_um2=7.197
export IMPL_most_common_cell="nor2_1"
export IMPL_ys_seq_elements=2366
export IMPL_ctsLongestPathBuffers=2
export IMPL_place_congestion=3.750
export IMPL_status="stopped before the end"
export IMPL_cts_made_buffers=3
export IMPL_gr_total_overflow=269000
export IMPL_cts_hold_fix_buffers=0
export IMPL_synth_seq_share_pct=27.94
export IMPL_num_rows=238
export IMPL_hpwl_um=2763000
export IMPL_synth_main_ff_cell="dfrtp_1"
export IMPL_synth_distinct_cells=113
export IMPL_pin_count=585
export IMPL_grt_pass1_vias=345900
export IMPL_ctsHtreeMaxLevel=1
export IMPL_synth_largest_area_cell="dfrtp_1"
export IMPL_common_cells="nor2_1 (3557), nand2_1 (3092), clkbuf_1 (2516)"
export IMPL_clockRootBuffer="clkbuf_16"
export IMPL_yosysWarnings=3
export IMPL_untimed_endpoints=2356
export IMPL_die_x_um=652.4
export IMPL_stop_stage="5_1_grt"
export IMPL_cts_setup_buffers=0
export IMPL_post_dp_cell_area_um2=246400
export IMPL_unclocked_pins=2340
export IMPL_top_area_share_pct=27.58
export IMPL_synth_edff_count=0
export IMPL_yosys_top_cells_area="dfrtp_1 (28%), a22oi_1 (7.5%), nor2_1 (6.3%)"
-- metrics by stage --
stage | hold WS [ns] | setup WS, ns | std cells
3_3_place_gp | 0.4393 | 27.09 | 36300
3_5_place_dp | 0.4416 | 27.01 | 36300
4_1_cts | 0.4565 | 26.95 | 36310
2_1_floorplan | 0.4136 | 30.83 | 29390
-- per-layer routing --
layer | GRT usage, % | overflow
met5 | 106.2 | 2178
met4 | 113.0 | 11750
met3 | 114.2 | 18100
met2 | 252.4 | 137700
met1 | 201.5 | 99290
-- cell families after synthesis --
family	count (synthesis)	share of synthesized area, %
flops	2366	27.94
fa+ha+maj	36	0.2141
compound gates	11580	39.00
simple gates	11960	26.15
buf+inv	3319	6.090
mux	74	0.3626
other cells	1	0.001773
xor+xnor	60	0.2484
